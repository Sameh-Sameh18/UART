==> /design/flow/design.v <==
module Buad_Rate (clk,rst,RX_tick,TX_tick);
	parameter CLK_FREQ = 50_000_000;  
	parameter BUAD_RATE = 9600;
	localparam TX_DIV = CLK_FREQ / (BUAD_RATE * 2);
	localparam RX_DIV = CLK_FREQ / (BUAD_RATE * 16 * 2);
	input clk,rst;
	output reg RX_tick,TX_tick;
	reg [15:0] tx_count , rx_count;
	always @(posedge clk or posedge rst) begin
		if (rst) begin
			tx_count <= 0;
			rx_count <= 0;
			RX_tick <= 0;
			TX_tick <= 0;
		end else begin
			if (tx_count == TX_DIV - 1) begin
				tx_count <= 0;
				TX_tick <= ~ TX_tick;
			end else begin
				tx_count <= tx_count + 1;
			end
			if (rx_count == RX_DIV-1) begin
				rx_count <= 0;
				RX_tick <= ~ RX_tick;
			end else begin
				rx_count <= rx_count + 1;
			end
		end
	end
endmodule : Buad_Rate
module Top (clk,rst,TX_data,transmit,TxD,Rx_Data,busy,valid_rx,parity_error,stop_error);
	input clk,rst,transmit;          
    input [7:0] TX_data; 
    output TxD,busy,valid_rx,parity_error,stop_error; 
    output [7:0] Rx_Data; 
    wire RX_tick, TX_tick;
    wire RxD;
    Buad_Rate #(.CLK_FREQ(50_000_000),.BUAD_RATE(9600)) baud_gen (.clk(clk),.rst(rst),.RX_tick(RX_tick),.TX_tick(TX_tick));
    UART_TX #(.D_WIDTH(8)) tx_module (.clk(TX_tick),.rst(rst),.TX_data(TX_data),.transmit(transmit),.busy(busy),.TxD(TxD));
    UART_RX #(.WIDTH(8)) rx_module (.clk(RX_tick),.rst(rst),.RxD(TxD),.Rx_Data(Rx_Data),
    	      .valid_rx(valid_rx),.parity_error(parity_error),.stop_error(stop_error));
endmodule
module UART_RX (clk,rst,RxD,Rx_Data,valid_rx,parity_error,stop_error);
	parameter WIDTH = 8;
	localparam IDLE=0 , START=1 , DATA=2 , PARITY=3 , STOP=4;
	input clk,rst,RxD;
	output reg valid_rx,parity_error,stop_error;
	output reg [WIDTH-1 : 0] Rx_Data;
	reg [2:0] state;
	reg [WIDTH-1 : 0] Rx_Data_reg;
	reg [2:0] bit_counter;
	reg parity_check,parity_bit;
	reg [3:0] sample_count;
	always @(posedge clk) begin
		if(rst) begin
			state <= IDLE;
			Rx_Data <= 0;
			Rx_Data_reg <= 0;
			valid_rx <= 0;
			parity_error <= 0;
			stop_error <= 0;
			parity_check <= 0;
			parity_bit <= 0;
			bit_counter <= 0;
		end else begin
			case (state)
				IDLE : begin
					valid_rx <= 0;
					parity_error <= 0;
					stop_error <= 0;
					if (RxD == 0) begin  
						state <= START;
						sample_count <= 0;
						bit_counter <= 0;
						parity_check <= 0;
					end
				end
				START : begin
					if (sample_count == 7) begin
						sample_count <= 0;
						state <= DATA;
					end else
						sample_count <= sample_count + 1;
				end
				DATA : begin
					if (sample_count == 15) begin
						Rx_Data_reg [bit_counter] <= RxD;
						parity_check <= parity_check ^ RxD;
						sample_count <= 0;
						if (bit_counter == 7)
							state <= PARITY;
						else
							bit_counter <= bit_counter + 1;
					end else
						sample_count <= sample_count + 1;
				end
				PARITY : begin
					if (sample_count == 15) begin
						parity_bit <= RxD;
						state <= STOP;
						sample_count <= 0;
					end else begin
						sample_count <= sample_count + 1;
					end
				end
				STOP : begin
					if (sample_count == 15) begin
						if (RxD == 1) begin
							Rx_Data <= Rx_Data_reg;
							valid_rx <= 1;
							parity_error <= (parity_check != parity_bit);
							stop_error <= 0;
						end else begin
							stop_error <= 1;
							parity_error <= (parity_bit != parity_check);
						end
						state <= IDLE;
					end else begin
						sample_count <= sample_count + 1;
					end
				end
				default : state <= IDLE;
			endcase
		end
	end
endmodule : UART_RX
module UART_TX (clk,rst,TX_data,transmit,busy,TxD);
	parameter D_WIDTH = 8;
	localparam IDLE=0 , START=1 , DATA=2 , PARITY=3 , STOP=4;
	input clk,rst,transmit;
	input [D_WIDTH-1 : 0] TX_data;
	output reg busy,TxD;
	reg [2:0] state,bit_counter;
	reg parity_bit;
	reg [D_WIDTH-1 : 0] TX_data_reg;
	wire parity_calc;
	assign parity_calc = ^ TX_data;  
	always @(posedge clk) begin
		if(rst) begin
			state <= IDLE;
			bit_counter <= 0;
			parity_bit <= 0;
			TX_data_reg <= 0;
			TxD <= 1;  
			busy <= 0;
		end else begin
			case (state)
				IDLE : begin
					TxD <= 1;
					busy <= 0;
					if (transmit) begin
						state <= START;
						TX_data_reg <= TX_data;
						parity_bit <= parity_calc;
					end
				end
				START : begin
					TxD <= 0;  
					state <= DATA;
					bit_counter <= 0;
					busy <= 1;
				end
				DATA : begin
					TxD <= TX_data_reg[bit_counter];
					if (bit_counter == 7)
						state <= PARITY;
					else
						bit_counter <= bit_counter + 1;
				end
				PARITY : begin
					TxD <= parity_bit;
					state <= STOP;
				end
				STOP : begin
					TxD <= 1;  
					state <= IDLE;
					busy <= 0;
				end
				default : state <= IDLE;
			endcase
		end
	end
endmodule : UART_TX
==> /design/flow/run.sh <==
#!/bin/bash
# OpenROAD 26Q1-2900-gdf79404cd8, Yosys 0.63+post, stock flow scripts
make -C /OpenROAD-flow-scripts/flow DESIGN_CONFIG=/design/flow/config.mk WORK_HOME=/design/flow/orfs finish
==> /design/flow/config.mk <==
export PLATFORM = sky130hd
export DESIGN_NAME = Top
export DESIGN_NICKNAME = Top
export VERILOG_FILES = /design/flow/design.v
export SDC_FILE = /design/flow/constraint.sdc
export NUM_CORES = 4
export LEC_CHECK = 1
export CORE_UTILIZATION = 50
==> /design/flow/constraint.sdc <==
current_design Top

set clk_period 2.9
set clk_io_pct 0.2

create_clock -name clk0 -period $clk_period [get_ports {clk}]

set non_clock_inputs [all_inputs -no_clocks]
set_input_delay [expr $clk_period * $clk_io_pct] -clock clk0 $non_clock_inputs
set_output_delay [expr $clk_period * $clk_io_pct] -clock clk0 [all_outputs]
==> impl_metrics.json <==
{
  "hold_class": "reg2reg",
  "cts_buffer_depth": 2,
  "r2r_slack_ns": 1.09,
  "grt_overflow": 0,
  "ys_cells": 391,
  "clock_skew_ns": 0.00618,
  "peakVddDrop_mv": 0.421,
  "first_global_vias": 2417,
  "final_layout_size_suffix_gt1_share_pct": 4.37,
  "timing.final.crit_share_pct": 62.5,
  "maxCapViolations": 0,
  "root_buffer": "clkbuf_8",
  "layout.cells.most_common": "nor2_1",
  "antenna_cells": 0,
  "grt_max_degree": 47,
  "ys_warn_count": 3,
  "rsz0062_at_grt": "false",
  "synth_flops": 86,
  "totalWireLength_um": 6090,
  "critPathKind": "reg2reg",
  "finalHoldViolCount": 0,
  "p_leak_nw": 1.74,
  "cts_tree": "done",
  "report.final.slew_viol_count": 0,
  "setup_tns_ns": 0,
  "via_count": 2616,
  "worstPathRequired_ns": 3.08,
  "untimed_endpoints": 69,
  "postSynthSeqShare_pct": 51.0,
  "fin_crit_ns": 1.81,
  "port-buffer-count": 23,
  "fp-row-count": 31,
  "insertion_delay_ns": 0.28,
  "drtAntennaViolNets": 0,
  "place.gp.congestion": 0.858,
  "die_w_um": 89.0,
  "cp.arrival_ns": 1.99,
  "core_um2": 7290,
  "worst_pin_slew_ns": 0.567,
  "avgSynthCellArea_um2": 9.69,
  "die_h_um": 89.0,
  "setup_viol": 0,
  "status": "complete, no violations",
  "powerDensity_nw_per_um2": 221,
  "track_usage_pct": 17.4,
  "htree_levels": 2,
  "synthesis.area_um2": 3790,
  "io_pins": 24,
  "layout_top_cells": "nor2_1 (57), dfxtp_1 (48), nand2_1 (40)",
  "antenna_found_initial": 0,
  "place_hpwl_um": 4450,
  "dr.first_iter.drc_count": 71,
  "cts_resized": 0,
  "holdBufCountCts": 0,
  "initCoreUtil_pct": 52.0,
  "via_per_inst": 5.12,
  "slew_headroom_pct": 62.1,
  "yosysUniqueCellTypes": 43,
  "finalPower_uw": 935,
  "drc": 0,
  "first_pass_iters": 4,
  "crit_path_end_kind": "register",
  "max_freq_mhz": 552,
  "synthCells": 391,
  "synthToLayoutAreaGrowth_pct": 11.5,
  "grt_pass1_wl_um": 10700,
  "clk_pin_slew_worst_paths_ns": 0.07,
  "critPathMaxFanout": 8,
  "cts_buffers": 5,
  "warnings": 28,
  "wl_per_cell_um": 11.9,
  "die_area_um2": 7930,
  "start_kind": "register",
  "unclocked_regs": 52,
  "yosys_area_um2": 3790,
  "post_cts_buffers": 0
}
[metrics by stage]
stage	instances	setup slack (ns)	hold WS [ns]	instance area [um^2]	util [%]
2_1_floorplan	391	1.20	0.446	3790	-
3_3_place_gp	503	1.09	0.456	4120	56.4
3_5_place_dp	503	1.08	0.459	4120	56.4
4_1_cts	511	1.07	0.472	4230	57.9
5_1_grt	511	0.971	0.492	4230	57.9
6_report	511	1.09	0.465	4230	57.9
[synth_stat cells]
master	instances	area, um^2
a211o_1	2	17.5
a21o_1	1	7.51
a21oi_1	24	120
a221o_1	1	10.0
a22oi_1	4	30.0
a311oi_1	1	8.76
a31oi_1	1	6.26
and2_1	2	12.5
and2b_2	1	8.76
and3_1	5	31.3
and4_1	2	17.5
buf_1	1	3.75
buf_2	4	20.0
clkbuf_1	9	33.8
dfrtp_1	34	851
dfxtp_1	48	961
edfxtp_1	4	120
ha_1	10	125
inv_1	9	33.8
mux2_2	1	11.3
mux2i_1	15	150
mux4_2	2	45.0
nand2_1	40	150
nand2b_1	3	18.8
nand3_1	19	95.1
nand3b_1	1	7.51
nand4_1	11	68.8
nand4b_1	1	8.76
nor2_1	57	214
nor2b_1	4	25.0
nor3_1	8	40.0
nor4_1	4	25.0
nor4_4	1	21.3
nor4b_1	3	26.3
o211ai_1	1	7.51
o21a_1	2	15.0
o21ai_0	9	45.0
o21bai_1	1	7.51
or2_2	1	6.26
or3_1	1	6.26
or4_1	1	7.51
xnor2_1	33	289
xor2_1	9	78.8
[worst paths after layout]
| check | from | to | cells past startpoint |
|---|---|---|---|
| setup / recovery | baud_gen.tx_count[4] | baud_gen.tx_count[1] | 3 |
| hold reg to reg | baud_gen.RX_tick | baud_gen.RX_tick | 1 |
| max in group asynchronous | rst | baud_gen.tx_count[7] | 4 |
| min in group asynchronous | rst | baud_gen.rx_count[10] | 4 |
| setup reg to reg | baud_gen.tx_count[4] | baud_gen.tx_count[1] | 3 |
| hold / removal | baud_gen.RX_tick | baud_gen.RX_tick | 1 |
[final cells by class]
cell class,count,area [um^2]
clock buffer,8,110
fill,652,3070
inverter,9,33.8
multi-input combinational,282,1770
sequential,86,1930
tap,99,124
timing repair buffer,27,260
[metal layers]
metal | track usage, % | vias up | part of all wire (%)
met5 | 0 | - | 0
met4 | 1.44 | 0 | 1.2
met3 | 1.40 | 5 | 1.4
met2 | 27.0 | 18 | 45
met1 | 29.4 | 1216 | 52
li1 | - | 1377 | -
[power by group]
| group | switching, mW | total, mW | internal (mW) |
|---|---|---|---|
| Combinational | 0.0355 | 0.0645 | 0.0289 |
| Sequential | 0 | 0.475 | 0.475 |
| Clock | 0.156 | 0.396 | 0.239 |
| Total | 0.192 | 0.935 | 0.743 |
[cell families after synthesis]
logic type	Yosys count	share of synthesized area (%)
buffers and inverters	23	2.41
XOR/XNOR	42	9.71
AND/OR/NAND/NOR	165	20.9
flip-flops	86	51.0
multiplexers	18	5.45
AND-OR/OR-AND	47	7.27
adder cells (fa/ha/maj)	10	3.30
[worst max-delay path: stages (launching register included)]
cell	delay, ns
dfrtp_1	0.41
or4_1	0.58
nor4_4	0.45
and2b_2	0.27
